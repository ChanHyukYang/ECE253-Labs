$ cat flow/config.mk
export PLATFORM = sky130hd
export DESIGN_NAME = Lab5p6
export DESIGN_NICKNAME = Lab5p6
export VERILOG_FILES = /design/flow/design.v
export SDC_FILE = /design/flow/constraint.sdc
export NUM_CORES = 4
export LEC_CHECK = 1
export CORE_UTILIZATION = 40
$ cat flow/constraint.sdc
current_design Lab5p6

set clk_period 5.8
set clk_io_pct 0.2

create_clock -name clk0 -period $clk_period [get_ports {CLOCK_50}]

set non_clock_inputs [all_inputs -no_clocks]
set_input_delay [expr $clk_period * $clk_io_pct] -clock clk0 $non_clock_inputs
set_output_delay [expr $clk_period * $clk_io_pct] -clock clk0 [all_outputs]
$ cat flow/design.v
module Lab5p6(CLOCK_50,HEX0,HEX1,HEX2,HEX3,HEX4,HEX5);
	input CLOCK_50;
	output [7:0] HEX0,HEX1,HEX2,HEX3,HEX4,HEX5;
	reg [25:0] Q=26'b00000000000000000000000000;
	reg[3:0] A=4'b0001;
	reg[3:0] B=4'b1110;
	reg[3:0] C=4'b1101;
	reg[3:0] D=4'b0000;
	reg[3:0] E=4'b0000;
	reg[3:0] F=4'b0000;
	always@ (posedge CLOCK_50)
	begin		
		if (Q==26'b11111111111111111111111111)
			begin
			Q<=26'b00000000000000000000000000;
			F<=E;
			E<=D;
			D<=C;
			C<=B;
			B<=A;
			A<=F;
			end
		else
			begin
			Q<=Q+1;
			end
	end
	HexDisp aa(A,HEX0);
	HexDisp bb(B,HEX1);
	HexDisp cc(C,HEX2);
	HexDisp dd(D,HEX3);
	HexDisp ee(E,HEX4);
	HexDisp ff(F,HEX5);
endmodule
module Lab5p2(SW,HEX0,HEX1,HEX2,HEX3,HEX4,HEX5,LEDR,KEY);
	input [7:0]SW;
	input [1:0]KEY;
	output [7:0] HEX0,HEX1,HEX2,HEX3,HEX4,HEX5;
	output LEDR;
	wire[7:0] A,B,F,G;
	reg[8:0] S;
	async k(SW[7:0],KEY[1],KEY[0],A,F);
	async l(SW[7:0],~KEY[1],KEY[0],B,G);
	always @(A,B)
	begin
		S=A+B;
	end
	assign LEDR=S[8];
	HexDisp A1(A[3:0],HEX0);
	HexDisp A2(A[7:4],HEX1);
	HexDisp B1(B[3:0],HEX2);
	HexDisp B2(B[7:4],HEX3);
	HexDisp S1(S[3:0],HEX4);
	HexDisp S2(S[7:4],HEX5);
endmodule
module async(In,Clk,Reset,Q,Qn);
	input[7:0]In;
	input Clk,Reset;
	output reg[7:0]Q,Qn;
	always @(posedge Clk, negedge Reset)
	begin
		if (Reset == 1'b0)
		begin
			Q=7'b0000000;
			Qn=7'b1111111;
		end
		else
			begin
				Q<=In;
				Qn<=~In;
			end
	end
endmodule
module HexDisp(N,o);
	input [3:0]N;
	output reg [6:0]o;
	always @(N)
	begin
		if (N==4'h0)
			o=7'b1000000;
		if (N==4'h1)
			o=7'b1111001;
		if (N==4'h2)
			o=7'b0100100;
		if (N==4'h3)
			o=7'b0110000;
		if (N==4'h4)
			o=7'b0011001;
		if (N==4'h5)
			o=7'b0010010;
		if (N==4'h6)
			o=7'b0000010;
		if (N==4'h7)
			o=7'b1111000;
		if (N==4'h8)
			o=7'b0000000;
		if (N==4'h9)
			o=7'b0011000;
		if (N==4'hA)
			o=7'b0001000;
		if (N==4'hB)
			o=7'b0000011;
		if (N==4'hC)
			o=7'b1000110;
		if (N==4'hD)
			o=7'b0100001;
		if (N==4'hE)
			o=7'b0000110;
		if (N==4'hF)
			o=7'b0001110;
	end
endmodule 
$ cat flow/run.sh
#!/bin/bash
# OpenROAD 26Q1-2900-gdf79404cd8, Yosys 0.63+post, stock flow scripts
make -C /OpenROAD-flow-scripts/flow DESIGN_CONFIG=/design/flow/config.mk WORK_HOME=/design/flow/orfs finish
==> impl_metrics.env <==
# implementation run metrics
export IMPL_status="complete, no violations"
export IMPL_setup_ws_ns=2.27
export IMPL_clock_latency_ns=0.29
export IMPL_crit_type="reg -> out"
export IMPL_cts_buffers=5
export IMPL_dp_slack_ns=2.57
export IMPL_track_usage=0.125
export IMPL_grt_max_degree=25
export IMPL_synth_top_area_share=0.200
export IMPL_warning_count=25
export IMPL_htreeDepth=2
export IMPL_grt_antenna_before_repair=0
export IMPL_wl_per_cell_um=10.0
export IMPL_drt_vias_per_instance=4.64
export IMPL_max_freq_mhz=283
export IMPL_maxCapViolCount=0
export IMPL_cpPeakStageDelay_ns=0.58
export IMPL_route_detailed_drc=0
export IMPL_worstMarginPinSlew_ns=0.874
export IMPL_top_cells_by_area="edfxtp_1 (20%), dlxtn_1 (18%), dfxtp_1 (14%)"
export IMPL_holdBufCountCts=0
export IMPL_p_per_area_mw_per_mm2=133
export IMPL_fin_crit_ns=3.53
export IMPL_finalClockSkew_ns=0.00776
export IMPL_port_buffer_count=42
export IMPL_cts_reportedPaths_clkPinSlew_ns=0.08
export IMPL_post_cts_resized=0
export IMPL_dieArea_mm2=0.00938
export IMPL_final_util=0.492
export IMPL_synth_area_mm2=0.00360
export IMPL_crit_path_end_kind="primary output"
export IMPL_min_path_type="reg -> reg"
export IMPL_start_kind="flip-flop"
export IMPL_critical_path_top_delay_family="flip-flops"
export IMPL_slew_violations=0
export IMPL_final_fill_count=787
export IMPL_ys_cells=396
export IMPL_fp_dieH_um=96.9
export IMPL_hold_viol=0
export IMPL_critPathRequiredTime_ns=4.64
export IMPL_cts_path_max_buffers=2
export IMPL_cts_setup_buffers=0
export IMPL_grt_pass1_vias=2205
export IMPL_first_pass_iters=4
export IMPL_ys_warn_count=8
export IMPL_num_rows=34
export IMPL_crit_slowest_cell="edfxtp_1"
export IMPL_ff_type="dlxtn_1"
export IMPL_rrSetupSlack_ns=3.42
export IMPL_regArea_mm2=0.00187
export IMPL_relSlewSlack=0.414
export IMPL_fin_tns_setup_ns=0
export IMPL_synthCells=396
export IMPL_path_buffers=1
export IMPL_diodes=0
export IMPL_placed_area_mm2=0.00421
export IMPL_async_flop_share=0
export IMPL_areaGrowthSynthToFinish_pct=19.3
export IMPL_ys_types=42
export IMPL_fin_area_mm2=0.00429
export IMPL_synth_chip_area_mm2=0.00360
export IMPL_die_x_um=96.9
export IMPL_edf_count=24
export IMPL_worstPathArrival_ns=2.37
export IMPL_untimed_endpoints=42
export IMPL_grt_pass1_wl_mm=9.63
export IMPL_initialDrtViolationCount=95
export IMPL_root_buffer="clkbuf_8"
export IMPL_wirelength_mm=5.76
export IMPL_crit_chain="nand2b_1 > nor2_1 > a211oi_1 > a21oi_1 > dlxtn_1 > clkdlybuf4s50_1"
export IMPL_top_area_cell="edfxtp_1"
export IMPL_fp_util=0.413
export IMPL_io_pins=49
export IMPL_synth_dominant_cell_count="dlxtn_1"
export IMPL_comb_area_mm2=0.00171
export IMPL_coreArea_mm2=0.00872
export IMPL_place_gp_congestion=0.796
export IMPL_crit_fanout=13
export IMPL_leakagePower_nw=1.59
export IMPL_p_total_mw=0.572
export IMPL_rsz0062_at_grt="false"
export IMPL_drive_gt1_frac=0.0279
export IMPL_dp_hpwl_mm=4.22
export IMPL_unclocked_pins=42
export IMPL_setup_viol=0
export IMPL_period_used=0.609
export IMPL_cts_tree="done"
export IMPL_synth_flops=92
export IMPL_irDropWorstVdd_mv=0.107
export IMPL_antenna_left=0
export IMPL_yosys_top_cells_count="dlxtn_1 (42), o21ai_0 (35), nand2_1 (34)"
export IMPL_vias=2662
export IMPL_syn_avg_cell_area_um2=9.09
export IMPL_grt_ovfl_total=0
## state kept, by name (all words and copies together), names as in the netlist, 7 cells and up
register and count:
Q 26, cc.o 7, bb.o 7, aa.o 7, ff.o 7, ee.o 7, dd.o 7
## placed cells by master (no fill, tap or decap), types with 2 or more instances in the layout
cell / n
clkdlybuf4s50_1: 42
a22o_1: 9
nand2b_1: 6
nor2b_1: 10
xor2_1: 8
nor3_2: 2
nor4_1: 3
clkbuf_8: 5
o21ai_0: 35
mux2i_1: 11
inv_1: 18
xnor2_1: 11
edfxtp_1: 24
nand4_1: 12
nor2_1: 32
conb_1: 48
and4_1: 2
nand2_1: 34
and2_1: 4
nand3_1: 12
a21oi_1: 19
and3_1: 2
nor3_1: 10
a21o_1: 6
or3_1: 7
dfxtp_1: 26
or4_1: 2
dlxtn_1: 42
o22ai_1: 9
## worst paths after layout
path               startpoint                to  cells past startpoint
min reg2reg  Q[22]$_SDFF_PN0_  Q[22]$_SDFF_PN0_                      1
min          Q[22]$_SDFF_PN0_  Q[22]$_SDFF_PN0_                      1
max reg2reg   Q[0]$_SDFF_PN0_  Q[11]$_SDFF_PN0_                      5
max            E[3]$_DFFE_PN_           HEX4[3]                      6
## through the flow
stage,hold slack (ns),cells
after floorplan,0.424,443
after global placement,0.440,566
after detailed placement,0.445,566
after CTS,0.460,574
after global routing,0.513,574
final,0.463,574
## final cells by class
class | count | share of cell area
tap | 108 | 0.0315
inverter | 18 | 0.0157
timing repair buffer | 43 | 0.0997
clock inverter | 1 | 0.00146
sequential | 92 | 0.436
multi-input combinational | 305 | 0.397
clock buffer | 7 | 0.0186
## layer usage
layer  GRT usage  share of wire
met5           0              0
met4      0.0149         0.0089
met3      0.0199          0.032
met2       0.189           0.43
met1       0.206           0.53
## where the power goes
group | switching (mW) | total [mW] | leakage, nW | internal (mW)
clock | 0.104 | 0.194 | 0.0462 | 0.0904
sequential | 0 | 0.376 | 0.807 | 0.376
combinational | 0.00246 | 0.00246 | 0.735 | 0
total | 0.106 | 0.572 | 1.59 | 0.466
## logic make-up (layout without fill, tap and decap cells)
kind of cell | Yosys count | after routing | synth area share
and+or+nand+nor | 140 | 140 | 0.198
adders and majority gates | 1 | 1 | 0.00348
DFF | 50 | 50 | 0.345
other | 1 | 48 | 0.00104
AOI/OAI and AO/OA | 86 | 86 | 0.144
latches | 42 | 42 | 0.175
xor gates and xnor gates | 19 | 19 | 0.0462
buffers and inverters | 46 | 69 | 0.0567
muxes | 11 | 11 | 0.0306
## worst register-to-register path: cells and delay by family, from the launching register on
kind          cells  cell delay [ns]
simple gates      4             1.61
flops             1             0.39
fa+ha+maj         1             0.23
Power and IR drop assume default switching activity.
