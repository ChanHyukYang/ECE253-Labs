==> /design/flow/run.sh <==
#!/bin/bash
# OpenROAD 26Q1-2900-gdf79404cd8, Yosys 0.63+post, stock flow scripts
make -C /OpenROAD-flow-scripts/flow DESIGN_CONFIG=/design/flow/config.mk WORK_HOME=/design/flow/orfs finish
==> /design/flow/config.mk <==
export PLATFORM = sky130hd
export DESIGN_NAME = Lab5p3
export DESIGN_NICKNAME = Lab5p3
export VERILOG_FILES = /design/flow/design.v
export SDC_FILE = /design/flow/constraint.sdc
export NUM_CORES = 4
export LEC_CHECK = 1
export CORE_UTILIZATION = 30
==> /design/flow/constraint.sdc <==
current_design Lab5p3

set clk_period 3.0
set clk_io_pct 0.2

create_clock -name clk0 -period $clk_period [get_ports {KEY}]

set non_clock_inputs [all_inputs -no_clocks]
set_input_delay [expr $clk_period * $clk_io_pct] -clock clk0 $non_clock_inputs
set_output_delay [expr $clk_period * $clk_io_pct] -clock clk0 [all_outputs]
==> /design/flow/design.v <==
module Lab5p2(SW,HEX0,HEX1,HEX2,HEX3,HEX4,HEX5,LEDR,KEY);
	input [7:0]SW;
	input [1:0]KEY;
	output [7:0] HEX0,HEX1,HEX2,HEX3,HEX4,HEX5;
	output LEDR;
	wire[7:0] A,B,F,G;
	reg[8:0] S;
	async k(SW[7:0],KEY[1],KEY[0],A,F);
	async l(SW[7:0],~KEY[1],KEY[0],B,G);
	always @(A,B)
	begin
		S=A+B;
	end
	assign LEDR=S[8];
	HexDisp A1(A[3:0],HEX0);
	HexDisp A2(A[7:4],HEX1);
	HexDisp B1(B[3:0],HEX2);
	HexDisp B2(B[7:4],HEX3);
	HexDisp S1(S[3:0],HEX4);
	HexDisp S2(S[7:4],HEX5);
endmodule
module async(In,Clk,Reset,Q,Qn);
	input[7:0]In;
	input Clk,Reset;
	output reg[7:0]Q,Qn;
	always @(posedge Clk, negedge Reset)
	begin
		if (Reset == 1'b0)
		begin
			Q=7'b0000000;
			Qn=7'b1111111;
		end
		else
			begin
				Q<=In;
				Qn<=~In;
			end
	end
endmodule
module HexDisp(N,o);
	input [3:0]N;
	output reg [6:0]o;
	always @(N)
	begin
		if (N==4'h0)
			o=7'b1000000;
		if (N==4'h1)
			o=7'b1111001;
		if (N==4'h2)
			o=7'b0100100;
		if (N==4'h3)
			o=7'b0110000;
		if (N==4'h4)
			o=7'b0011001;
		if (N==4'h5)
			o=7'b0010010;
		if (N==4'h6)
			o=7'b0000010;
		if (N==4'h7)
			o=7'b1111000;
		if (N==4'h8)
			o=7'b0000000;
		if (N==4'h9)
			o=7'b0011000;
		if (N==4'hA)
			o=7'b0001000;
		if (N==4'hB)
			o=7'b0000011;
		if (N==4'hC)
			o=7'b1000110;
		if (N==4'hD)
			o=7'b0100001;
		if (N==4'hE)
			o=7'b0000110;
		if (N==4'hF)
			o=7'b0001110;
	end
endmodule 
module Lab5p3(SW,HEX0,HEX1,HEX2,HEX3,KEY);
	input [1:0] SW;
	input [1:0] KEY;
	output [7:0] HEX0,HEX1,HEX2,HEX3;
	wire [15:0] Q;
	wire [15:0] Av;
	wire sig1;
	assign sig1 = 1'b1;
		t_fasd a(sig1,SW[1],KEY[0],SW[0],Q[0],Av[0]);
		t_fasd b(Av[0],Q[0],KEY[0],SW[0],Q[1],Av[1]);	
		t_fasd c(Av[1],Q[1],KEY[0],SW[0],Q[2],Av[2]);
		t_fasd d(Av[2],Q[2],KEY[0],SW[0],Q[3],Av[3]);
		t_fasd e(Av[3],Q[3],KEY[0],SW[0],Q[4],Av[4]);
		t_fasd f(Av[4],Q[4],KEY[0],SW[0],Q[5],Av[5]);
		t_fasd g(Av[5],Q[5],KEY[0],SW[0],Q[6],Av[6]);
		t_fasd h(Av[6],Q[6],KEY[0],SW[0],Q[7],Av[7]);
		t_fasd i(Av[7],Q[7],KEY[0],SW[0],Q[8],Av[8]);
		t_fasd j(Av[8],Q[8],KEY[0],SW[0],Q[9],Av[9]);
		t_fasd k(Av[9],Q[9],KEY[0],SW[0],Q[10],Av[10]);
		t_fasd l(Av[10],Q[10],KEY[0],SW[0],Q[11],Av[11]);
		t_fasd m(Av[11],Q[11],KEY[0],SW[0],Q[12],Av[12]);
		t_fasd n(Av[12],Q[12],KEY[0],SW[0],Q[13],Av[13]);
		t_fasd o(Av[13],Q[13],KEY[0],SW[0],Q[14],Av[14]);
		t_fasd p(Av[14],Q[14],KEY[0],SW[0],Q[15],Av[15]);
	HexDisp A1(Q[3:0],HEX0);
	HexDisp A2(Q[7:4],HEX1);
	HexDisp B1(Q[11:8],HEX2);
	HexDisp B2(Q[15:12],HEX3);
endmodule
module t_fasd(In,Enable,Clk,Reset,Q,Aval);
	input In,Clk,Reset,Enable;
	output reg Q;
	output Aval;
	assign Aval=In&Enable;
	always @(posedge Clk, negedge Reset)
	begin
		if (Reset == 1'b0)
		begin
			Q=1'b0;
		end
		else if (In&Enable == 1'b1)
		begin	
			Q<=~Q;
		end
	end
endmodule
==> impl_metrics.json <==
{
  "worstPathArrival_ns": 2.17,
  "antenna_found_initial": 0,
  "reg2reg_slack_ns": 1.11,
  "hold_depth": 1,
  "maxSlewViolCount": 0,
  "die_w_um": 79.9,
  "portBuffers": 30,
  "grt_util_all_layers_pct": 10.3,
  "num_vias": 1469,
  "path_cells": "nand2b_1 > nand3_1 > o21a_1 > o22ai_1 > dlxtn_1 > clkdlybuf4s50_1",
  "finalCritPeriodShare_pct": 92.5,
  "synth_cell_types": 36,
  "num_rows": 28,
  "setup_viol": 0,
  "tightest_slew_ns": 0.684,
  "hpwl_um": 2200,
  "cpPeakStageDelay_ns": 0.58,
  "worstSetupPathType": "reg -> out",
  "grt_max_degree": 18,
  "dr.pass1.iters": 4,
  "ys.flops": 44,
  "setup_tns_ns": 0,
  "grt_pass1_wl_um": 5320,
  "hold_viol": 0,
  "cts_tree": "built",
  "ant_nets": 0,
  "layout-drive-gt1-share_pct": 3.40,
  "rsz0062_at_grt": "yes",
  "final_cell_mix": "conb_1 (32), clkdlybuf4s50_1 (30), dlxtn_1 (28)",
  "detail_route.wl_per_cell_um": 8.57,
  "synthCells": 222,
  "slew_headroom_pct": 54.1,
  "cts_inserted_buffers": 3,
  "leakage_uw": 0.000975,
  "ys_warn_count": 6,
  "area.growth.synth_to_final_pct": 25.6,
  "synth_area_per_cell_um2": 8.20,
  "die-height_um": 79.9,
  "wl_um": 2920,
  "synth_area_um2": 1820,
  "finalCriticalPeriod_ns": 2.77,
  "layout_setup_ws_ns": 0.226,
  "core-area_um2": 5890,
  "gr-total-overflow": 0,
  "grt_pass1_vias": 1225,
  "die_area_um2": 6380,
  "warnings": 45,
  "htreeDepth": 1,
  "ioPinCount": 36,
  "unclocked_regs": 28,
  "clk_pin_slew_ns": 0.05,
  "hold_path.class": "reg -> reg",
  "finalClockSkew_ns": 0.000623,
  "cts_buffer_depth": 2,
  "antennaDiodeCount": 0,
  "status": "complete, no violations",
  "crit_slowest_cell": "dfrtp_1",
  "drc": 0,
  "drv_cap": 0,
  "ys_area_um2": 1820,
  "gp_congestion": 0.789,
  "required_ns": 2.40,
  "cp-end-kind": "output port",
  "place_ws_ns": 0.444,
  "crit_fanout": 15,
  "floorplan.core_util_pct": 30.9,
  "drt-initial-drc-count": 72,
  "drt-vias-per-instance": 4.32,
  "fmax_mhz": 360,
  "untimed_endpoints": 28,
  "post-cts-setup-buffer-count": 0,
  "ir_drop_v": 0.000386,
  "clkLatencyLatePin_ns": 0.22,
  "yosys-stat-cells": 222,
  "p_per_area_nw_per_um2": 520,
  "ff2ff_path_depth": 4,
  "root_buffer": "clkbuf_8",
  "cp-start-kind": "register",
  "layout_top_cell": "conb_1"
}
-- report_power, final --
group	switching, uW	internal, uW
logic	182	294
registers	175	378
clock network	45.8	115
total	402	786
-- cell usage after synthesis --
master / n / area (um^2)
and3_1: 1 / 6.26
o32ai_1: 7 / 61.3
o21ai_0: 17 / 85.1
o22ai_1: 4 / 25.0
nand3_2: 1 / 10.0
nor2b_1: 4 / 25.0
xor2_1: 3 / 26.3
o31ai_1: 1 / 7.51
and2_1: 1 / 6.26
buf_4: 4 / 30.0
nand4_1: 2 / 12.5
mux2i_1: 2 / 20.0
nand2b_1: 10 / 62.6
nor2_1: 20 / 75.1
dfrtp_1: 16 / 400
clkbuf_1: 13 / 48.8
o31a_1: 1 / 8.76
buf_2: 2 / 10.0
or3_1: 1 / 6.26
a21oi_1: 15 / 75.1
conb_1: 1 / 3.75
inv_1: 9 / 33.8
nand2_1: 18 / 67.6
nor3b_1: 1 / 7.51
nor3_2: 2 / 20.0
clkbuf_2: 1 / 5.00
nor3_1: 7 / 35.0
a21o_1: 2 / 15.0
dlxtn_1: 28 / 420
xnor2_1: 15 / 131
buf_1: 2 / 7.51
a211oi_1: 2 / 15.0
a21boi_0: 2 / 15.0
nand3_1: 5 / 25.0
o21a_1: 1 / 7.51
a22o_1: 1 / 8.76
-- state kept, by name (all words and copies together) (netlist names), 7 cells and up --
signal and cells:
B1.o 7, B2.o 7, A2.o 7, A1.o 7
-- layer usage --
metal  up-vias  track usage (%)  wire length, um
li1        801                -                -
met2        38             17.0             1300
met1       630             15.1             1480
met4         0            0.357                0
met3         0             1.86              134
met5         -                0                0
-- logic make-up (layout without fill, tap and decap cells) --
group	count (synthesis)	count (layout)	share of synthesized area, %
AND-OR/OR-AND	53	53	17.8
multiplexers	2	2	1.10
flip-flops	16	16	22.0
XOR/XNOR	18	18	8.66
other	1	32	0.206
latches	28	28	23.1
buffers and inverters	31	43	7.42
AND/OR/NAND/NOR	73	73	19.7
-- worst paths after layout --
path | from | end
max | m.Q | HEX3[0]
min | d.Q | d.Q
max reg2reg | c.Q | o.Q
min reg2reg | d.Q | d.Q
max in group asynchronous | SW[0] | b.Q
min in group asynchronous | SW[0] | f.Q
-- layout make-up --
cell class / instances / area (um^2)
multi-input cells: 178 / 981
inverters: 9 / 33.8
fillers: 614 / 3600
flip-flops and latches: 44 / 823
clock buffers: 4 / 55.1
repair buffers: 30 / 300
well taps: 75 / 93.8
-- metrics by stage --
stage | total power (uW) | hold WS [ns] | util, % | instances | cell area [um^2]
finish | 1190 | 0.613 | 38.9 | 340 | 2290
global route | 1340 | 0.670 | 38.9 | 340 | 2290
CTS | 1220 | 0.628 | 38.8 | 340 | 2280
detailed placement | 1030 | 0.618 | 37.9 | 336 | 2230
global placement | 1030 | 0.627 | 37.9 | 336 | 2230
floorplan | 840 | 0.304 | - | 253 | 1940
-- critical path: cells and delay by family, from the launching register on --
| family | cells | cell delay (ns) |
|---|---|---|
| latches | 1 | 0.35 |
| and+or+nand+nor | 2 | 0.32 |
| buffers and inverters | 1 | 0.45 |
| DFF | 1 | 0.58 |
| AOI/OAI and AO/OA | 2 | 0.25 |
-- timing repair --
| item | CTS | global route |
|---|---|---|
| hold buffers | 0 | 0 |
| resized | 0 | 2 |
| hold endpoints to repair | 0 | 0 |
| endpoints found under the setup margin | 0 | 3 |
Power is estimated from default activity; no workload was simulated.
